==> ./config.mk <==
export PLATFORM = sky130hd
export DESIGN_NAME = MSKand_HPC2
export DESIGN_NICKNAME = MSKand_HPC2
export VERILOG_FILES = /design/flow/design.v
export SDC_FILE = /design/flow/constraint.sdc
export NUM_CORES = 4
export LEC_CHECK = 1
export CORE_AREA = 10 10 70 70
export DIE_AREA = 0 0 80 80
==> ./constraint.sdc <==
current_design MSKand_HPC2

set clk_period 1.2
set clk_io_pct 0.2

create_clock -name clk0 -period $clk_period [get_ports {clk}]

set non_clock_inputs [all_inputs -no_clocks]
set_input_delay [expr $clk_period * $clk_io_pct] -clock clk0 $non_clock_inputs
set_output_delay [expr $clk_period * $clk_io_pct] -clock clk0 [all_outputs]
==> ./design.v <==
(* fv_prop = "PINI", fv_strat = "assumed", fv_order=d *)
module MSKand_HPC2 #(parameter d=2) (ina, inb, rnd, clk, out);
localparam and_pini_mul_nrnd = d*(d-1)/2;
localparam and_pini_nrnd = and_pini_mul_nrnd;
(* syn_keep = "true", keep = "true", fv_type = "sharing", fv_latency = 1 *) input  [d-1:0] ina;
(* syn_keep = "true", keep = "true", fv_type = "sharing", fv_latency = 0 *) input  [d-1:0] inb;
(* syn_keep = "true", keep = "true", fv_type = "random", fv_count = 1, fv_rnd_lat_0 = 0, fv_rnd_count_0 = and_pini_nrnd *) input [and_pini_nrnd-1:0] rnd;
(* fv_type = "clock" *) input clk;
(* syn_keep = "true", keep = "true", fv_type = "sharing", fv_latency = 2 *) output [d-1:0] out;
genvar i,j;
reg [and_pini_nrnd-1:0] rnd_prev;
always @(posedge clk) rnd_prev <= rnd;
wire [d-1:0] rnd_mat [d-1:0]; 
wire [d-1:0] rnd_mat_prev [d-1:0]; 
for(i=0; i<d; i=i+1) begin: igen
    assign rnd_mat[i][i] = 0;
    assign rnd_mat_prev[i][i] = 0;
    for(j=i+1; j<d; j=j+1) begin: jgen
        assign rnd_mat[j][i] = rnd[((i*d)-i*(i+1)/2)+(j-1-i)];
        assign rnd_mat[i][j] = rnd_mat[j][i];
        assign rnd_mat_prev[j][i] = rnd_prev[((i*d)-i*(i+1)/2)+(j-1-i)];
        assign rnd_mat_prev[i][j] = rnd_mat_prev[j][i];
    end
end
(* syn_keep = "true", keep = "true" *) wire [d-1:0] not_ina = ~ina;
(* syn_preserve = "true", preserve = "true" *) reg [d-1:0] inb_prev;
always @(posedge clk) inb_prev <= inb;
for(i=0; i<d; i=i+1) begin: ParProdI
    (* syn_preserve = "true", preserve = "true" *) reg [d-2:0] u, v, w;
    (* syn_preserve = "true", preserve = "true" *) reg aibi;
    (* syn_keep = "true", keep = "true" *) wire aibi_comb = ina[i] & inb_prev[i];
    always @(posedge clk) aibi <= aibi_comb;
    assign out[i] = aibi ^ ^u ^ ^w;
    for(j=0; j<d; j=j+1) begin: ParProdJ
        if (i != j) begin: NotEq
            localparam j2 = j < i ?  j : j-1;
            (* syn_keep = "true", keep = "true" *) wire u_j2_comb = not_ina[i] & rnd_mat_prev[i][j];
            (* syn_keep = "true", keep = "true" *) wire v_j2_comb = inb[j] ^ rnd_mat[i][j];
            (* syn_keep = "true", keep = "true" *) wire w_j2_comb = ina[i] & v[j2];
            always @(posedge clk)
            begin
                u[j2] <= u_j2_comb;
                v[j2] <= v_j2_comb;
                w[j2] <= w_j2_comb;
            end
        end
    end
end
endmodule
==> ./run.sh <==
#!/bin/bash
# OpenROAD 26Q1-2900-gdf79404cd8, Yosys 0.63+post, stock flow scripts
make -C /OpenROAD-flow-scripts/flow DESIGN_CONFIG=/design/flow/config.mk WORK_HOME=/design/flow/orfs finish
==> CHANGELOG.md <==
### Physical design

- Status: finished with violations
- Failing checks: setup timing
- Worst hold stages: 1
- Largest net degree at the start of global routing: 8
- R2R setup slack: 660 ps
- Clk latency of the worst-skew pair: 270 ps
- Critical path peak fanout: 1
- DRC viols: 0
- Worst slew pin tran: 143 ps
- Critical Path RT: 960 ps
- IO Count: 8
- Clock transition at path regs: 70 ps
- First-pass GRT wire length: 710 um
- Root Buffer: clkbuf_4
- CP Data Arrival Time: 1090 ps
- Cells after Synth: 21
- CTS tree: done
- Total number of vias: 172
- WL/cell: 6.33 um
- Final min period: 1330 ps
- Slew HR: 0.905
- Global Route Usage Sum: 0.0145
- FP Rows: 21
- Setup ws final: -131 ps
- # placed instances: 74
- Worst reg2reg startpoint: inb_prev[0]$_DFF_P_
- Fp util: 0.0945
- Die X: 80 um
- Clk buf depth: 2
- Post-CTS setup buffers: 0
- Buf+Inv Stages, Crit Path: 1
- Vias/cell: 2.21
- Clk_skew: 5.40 ps
- Final setup fails: 2
- CP endpoint kind: output pin
- Tool warnings: 27
- Crit start category: flop
- Non-filler cells, final: 78
- Hold-fix buffers, CTS: 0
- Worst R2R End: ParProdI[0].aibi$_DFF_P_
- Fmax: 0.751 GHz
- Hold Crit Start: inb_prev[1]$_DFF_P_
- Top delay family on crit path: XOR/XNOR gates
- Period utilization: 1.11
- Share of cells above drive strength 1: 0.219
- Number of global-route vias before repair: 181
- Unrepaired setup endpoints after global routing: yes
- Syn-to-layout area delta: 45.3%
- Worst Hold End: ParProdI[1].aibi$_DFF_P_
- CTS Sinks: 11
- Ys Warns: 1
- Die area: 6400 sq um
- Maximum VDD drop: 429 uV
- CTS Buf Count: 3
- Worst path slowest cell: xor3_1
- ANT cells: 0
- Setup tns final: -247 ps
- Logic area: 103 sq um
- Slowest stage delay, CP: 390 ps
- Most numerous logic cell after layout: dfxtp_1
- Final Hold Viols: 0
- Mean post-synth cell area: 15.4 sq um
- Max cap viols: 0
- Die Y: 80 um
- DRT Pass-1 Iters: 2
- CP Cell Sequence: xor3_1 -> buf_2
- Max-slew violations: 0
- HP Class: flop to flop
- Top Layout Cells: dfxtp_1, clkdlybuf4s50_1, and2_1
- Static Leak: 0.000187 uW
- Depth of the CTS H-tree: 1
- Mapped Area: 323 sq um
- Final ANT Viol Nets: 0
- Power per cell area: 1510 nW/um^2
- Fillers: 403
- WL final: 494 um
- Core ar.: 3420 sq um
- I/O Buffers: 7
- Initial antenna violation count: 0
- Routability congestion estimate: 0.602
- Reg area: 221 sq um
- GRT overflow: 0
- DR iter-0 viols: 3
- Crit Path Class: flop to output pin
- R2R depth: 1
worst max-delay path by stage:
stage | start | endpoint | slack (ps) | cells after the start
finish | ParProdI[1].u$_DFF_P_ | out[1] | -130 | 2
global route | ParProdI[1].u$_DFF_P_ | out[1] | -180 | 2
CTS | ParProdI[1].w$_DFF_P_ | out[1] | -160 | 2
flip-flops by register name, summed over array words and instances, names as in the netlist:
name and cells:
inb_prev 2, ParProdI.aibi 2, ParProdI.w 2, rnd_prev 1
ParProdI.v 2, ParProdI.u 2
timing repair:
action / CTS / global route
pin swaps: 1 / 2
gates cloned: 0 / 0
endpoints found under the setup margin: 2 / 2
gates resized: 6 / 1
hold endpoints to repair: 0 / 0
layout make-up:
| class | instances | area share |
|---|---|---|
| multi-input cells | 10 | 0.219 |
| flip-flops and latches | 11 | 0.472 |
| clock buffers | 3 | 0.0480 |
| well taps | 46 | 0.123 |
| clock inverters | 1 | 0.0107 |
| repair buffers | 7 | 0.128 |
layer usage:
layer  vias up  part of all wire  global-route usage
met5         -                 0                   0
li1         87                 -                   -
met3         4             0.067             0.00909
met2         6              0.45              0.0257
met1        75              0.43              0.0115
met4         0             0.051             0.00880
report_power, final:
part | switching, uW | internal (uW)
Combinational | 14.7 | 49.2
Sequential | 7.03 | 390
Clock | 123 | 123
Total | 145 | 563
stage by stage:
stage	hold WS [ps]	total power (uW)	util	cell area (sq um)	setup slack, ps
global placement	420	482	0.132	450	-168
finish	436	708	0.137	469	-131
global route	453	737	0.137	469	-182
detailed placement	421	483	0.132	450	-168
CTS	438	716	0.137	468	-158
floorplan	268	432	-	323	332
Power and IR drop assume default switching activity.
