<file path="/design/flow/run.sh">
#!/bin/bash
# OpenROAD 26Q1-2900-gdf79404cd8, Yosys 0.63+post, stock flow scripts
make -C /OpenROAD-flow-scripts/flow DESIGN_CONFIG=/design/flow/config.mk WORK_HOME=/design/flow/orfs finish
</file>
<file path="/design/flow/config.mk">
export PLATFORM = sky130hd
export DESIGN_NAME = MSKand_HPC1
export DESIGN_NICKNAME = MSKand_HPC1
export VERILOG_FILES = /design/flow/design.v
export SDC_FILE = /design/flow/constraint.sdc
export NUM_CORES = 4
export LEC_CHECK = 1
export CORE_AREA = 10 10 70 70
export DIE_AREA = 0 0 80 80
</file>
<file path="/design/flow/constraint.sdc">
current_design MSKand_HPC1

set clk_period 1.4
set clk_io_pct 0.2

create_clock -name clk0 -period $clk_period [get_ports {clk}]

set non_clock_inputs [all_inputs -no_clocks]
set_input_delay [expr $clk_period * $clk_io_pct] -clock clk0 $non_clock_inputs
set_output_delay [expr $clk_period * $clk_io_pct] -clock clk0 [all_outputs]
</file>
<file path="/design/flow/design.v">
(* fv_prop = "NI", fv_strat = "assumed", fv_order=d *)
module MSKand_DOM #(parameter d=2) (ina, inb, rnd, clk, out);
localparam n_rnd=d*(d-1)/2;
(* syn_keep = "true", keep = "true", fv_type = "sharing", fv_latency = 0 *) input  [d-1:0] ina, inb;
(* syn_keep = "true", keep = "true", fv_type = "random", fv_count = 1, fv_rnd_lat_0 = 0, fv_rnd_count_0 = n_rnd *) input [n_rnd-1:0] rnd;
(* fv_type = "clock" *) input clk;
(* syn_keep = "true", keep = "true", fv_type = "sharing", fv_latency = 1 *) output [d-1:0] out;
genvar i,j;
wire [d-1:0] rnd_mat [d-1:0]; 
for(i=0; i<d; i=i+1) begin: igen
    assign rnd_mat[i][i] = 0;
    for(j=i+1; j<d; j=j+1) begin: jgen
        assign rnd_mat[j][i] = rnd[((i*d)-i*(i+1)/2)+(j-1-i)];
        assign rnd_mat[i][j] = rnd_mat[j][i];
    end
end
for(i=0; i<d; i=i+1) begin: ParProdI
    (* syn_preserve = "true", preserve = "true" *) reg [d-1:0] rfrsh_reg;
    assign out[i] = ^rfrsh_reg;
    for(j=0; j<d; j=j+1) begin: ParProdJ
        (* syn_keep = "true", keep = "true" *) wire mult_wire = ina[i] & inb[j];
        (* syn_keep = "true", keep = "true" *) wire rfrsh_wire = mult_wire ^ rnd_mat[i][j];
        always @(posedge clk) begin
            rfrsh_reg[j] <= rfrsh_wire;
        end
    end
end
endmodule
(* fv_prop = "PINI", fv_strat = "assumed", fv_order=d *)
module MSKand_HPC1 #(parameter d=2) (ina, inb, rnd, clk, out);
function integer _ref_nrnd(input integer d);
begin
if (d==2 || d==3) _ref_nrnd = d-1;
else if (d==4 || d == 5) _ref_nrnd = d;
else if (d==6) _ref_nrnd = d+1;
else if (d==7) _ref_nrnd = d+2;
else if (d==8 || d==9) _ref_nrnd = d+3;
else if (d == 10) _ref_nrnd = d+5;
else if (d == 11) _ref_nrnd = d+6;
else if (d == 12) _ref_nrnd = d+8;
else if (d >= 13 && d <= 16) _ref_nrnd = 2*d;
end
endfunction
localparam ref_n_rnd = _ref_nrnd(d);
localparam and_pini_mul_nrnd = d*(d-1)/2;
localparam and_pini_nrnd = ref_n_rnd + and_pini_mul_nrnd;
(* fv_type = "sharing", fv_latency = 3 *) input  [d-1:0] ina;
(* fv_type = "sharing", fv_latency = 2 *) input  [d-1:0] inb;
(* fv_type = "sharing", fv_latency = 4 *) output [d-1:0] out;
(* fv_type = "clock" *) input clk;
(* fv_type = "random", fv_count=1, fv_rnd_lat_0=0, fv_rnd_count_0=and_pini_nrnd *)
input [and_pini_nrnd-1:0] rnd;
wire [d-1:0] inb_ref;
wire [ref_n_rnd-1:0] rnd_ref;
assign rnd_ref = rnd[ref_n_rnd-1:0];
wire [and_pini_mul_nrnd-1:0] rnd_mul, rnd_mul_delayed;
assign rnd_mul = rnd[and_pini_nrnd-1:ref_n_rnd];
genvar i;
for (i=0; i<=2; i=i+1) begin: delay_mat_rnd
    reg [and_pini_mul_nrnd-1:0] mat_rnd;
    if (i==0) begin
        always @(posedge clk)
            mat_rnd <= rnd_mul;
    end else begin
        always @(posedge clk)
            mat_rnd <= delay_mat_rnd[i-1].mat_rnd;
    end
end
assign rnd_mul_delayed = delay_mat_rnd[2].mat_rnd;
MSKref #(.d(d)) rfrsh (.in(inb), .clk(clk), .out(inb_ref), .rnd(rnd_ref));
MSKand_DOM #(.d(d)) mul (.ina(ina), .inb(inb_ref), .clk(clk), .rnd(rnd_mul_delayed), .out(out));
endmodule
(* fv_prop = "SNI", fv_strat = "assumed", fv_order=d *)
module MSKref #(parameter d=2) (in, clk, out, rnd);
function integer _ref_nrnd(input integer d);
begin
if (d==2 || d==3) _ref_nrnd = d-1;
else if (d==4 || d == 5) _ref_nrnd = d;
else if (d==6) _ref_nrnd = d+1;
else if (d==7) _ref_nrnd = d+2;
else if (d==8 || d==9) _ref_nrnd = d+3;
else if (d == 10) _ref_nrnd = d+5;
else if (d == 11) _ref_nrnd = d+6;
else if (d == 12) _ref_nrnd = d+8;
else if (d >= 13 && d <= 16) _ref_nrnd = 2*d;
end
endfunction
localparam ref_n_rnd = _ref_nrnd(d);
(* syn_keep="true", keep="true", fv_type="sharing", fv_latency=2 *) input [d-1:0] in;
(* syn_keep="true", keep="true", fv_type="sharing", fv_latency=3 *) output reg [d-1:0] out;
(* fv_type="clock" *) input clk;
(* syn_keep="true", keep="true", fv_type= "random", fv_count=1, fv_rnd_lat_0 = 0, fv_rnd_count_0 = ref_n_rnd *)
input [ref_n_rnd-1:0] rnd;
(* syn_preserve = "true", preserve = "true" *) reg [d-1:0] share0;
always @(posedge clk)
    out <= in ^ share0;
if (d == 2) begin
    (* syn_preserve = "true", preserve = "true" *) reg [d-1:0] share0b;
    always @(posedge clk) begin
        share0b <= {rnd[0], rnd[0]};
        share0 <= share0b;
    end
end else if (d==3) begin
    (* syn_preserve = "true", preserve = "true" *) reg [d-1:0] share0b;
    always @(posedge clk) begin
        share0b <= {rnd[0]^rnd[1], rnd[1], rnd[0]};
        share0 <= share0b;
    end
end else if (d==4 || d==5) begin
    wire [d-1:0] r1 = rnd[d-1:0];
    (* syn_preserve = "true", preserve = "true" *) reg [d-1:0] share0b;
    always @(posedge clk) begin
        share0b <= r1[d-1:0] ^ { r1[d-2:0], r1[d-1] };
        share0 <= share0b;
    end
end else if (d <= 12) begin
    wire [d-1:0] r1 = rnd[d-1:0];
    (* syn_preserve = "true", preserve = "true" *) reg [ref_n_rnd-d-1:0] r2;
    always @(posedge clk) r2 <= rnd[ref_n_rnd-1:d];
    (* syn_preserve = "true", preserve = "true" *) reg [d-1:0] s1;
    always @(posedge clk)
        s1 <= r1[d-1:0] ^ { r1[d-2:0], r1[d-1] };
    case (d)
        6: always @(posedge clk)
            share0 <= {s1[d-1:4], s1[3]^r2[0], s1[2:1], s1[0]^r2[0]};
        7: always @(posedge clk)
        share0 <= {
            s1[6]^r2[0],
            s1[5],
            s1[4]^r2[1],
            s1[3],
            s1[2]^r2[0],
            s1[1],
            s1[0]^r2[1]
        };
        8: always @(posedge clk)
        share0 <= {
            s1[7],
            s1[6]^r2[0],
            s1[5]^r2[1],
            s1[4]^r2[2],
            s1[3],
            s1[2]^r2[0],
            s1[1]^r2[1],
            s1[0]^r2[2]
        };
        9: always @(posedge clk)
        share0 <= {
            s1[8],
            s1[7]^r2[0],
            s1[6]^r2[1],
            s1[5],
            s1[4]^r2[2],
            s1[3]^r2[0],
            s1[2],
            s1[1]^r2[1],
            s1[0]^r2[2]
        };
        10: always @(posedge clk)
        share0 <= {
            s1[9]^r2[4],
            s1[8]^r2[3],
            s1[7]^r2[2],
            s1[6]^r2[1],
            s1[5]^r2[0],
            s1[4]^r2[4],
            s1[3]^r2[3],
            s1[2]^r2[2],
            s1[1]^r2[1],
            s1[0]^r2[0]
        };
        11: always @(posedge clk)
        share0 <= {
            s1[10]^r2[0],
            s1[9]^r2[1],
            s1[8]^r2[2],
            s1[7]^r2[3]^r2[0],
            s1[6]^r2[4],
            s1[5]^r2[5],
            s1[4]^r2[1],
            s1[3]^r2[2],
            s1[2]^r2[3],
            s1[1]^r2[4],
            s1[0]^r2[5]
        };
        12: always @(posedge clk)
        share0 <= {
            s1[11]^r2[2]^r2[0],
            s1[10]^r2[3],
            s1[9]^r2[4],
            s1[8]^r2[5]^r2[0],
            s1[7]^r2[6],
            s1[6]^r2[7],
            s1[5]^r2[2]^r2[1],
            s1[4]^r2[3],
            s1[3]^r2[4],
            s1[2]^r2[5]^r2[1],
            s1[1]^r2[6],
            s1[0]^r2[7]
        };
    endcase
end else if (d <= 16) begin
    wire [d-1:0] r1 = rnd[d-1:0];
    wire [ref_n_rnd-d-1:0] r2 = rnd[ref_n_rnd-1:d];
    (* syn_preserve = "true", preserve = "true" *) reg [d-1:0] s1, s2;
    always @(posedge clk) begin
        s1 <= r1[d-1:0] ^ { r1[d-2:0], r1[d-1] };
        s2 <= r1[d-1:0] ^ { r2[d-4:0], r2[d-1:d-3] };
        share0 <= s1 ^ s2;
    end
end
endmodule
</file>
==> results.txt <==
Notes on the flow outputs.

- In this run the worst path has a maximum fanout of 1.
- The deepest clock path buffer count reads 2.
- The pre-CTS worst setup slack reads ~0.19 ns.
- The transition time at the pin with the least slew margin reads roughly 0.11 ns.
- The post-detailed-route DRC marker count reads 0.
- The placed cell count reads ~75.
- The number of global-route vias before repair reads ~190.
- The first global-routing pass estimated 765 um of wire.
- The clock insertion delay at the later pin of the skew report is about 0.26 ns.
- The number of search-and-repair iterations in the first detailed-routing pass reads 2.
- Hold-check failures listed in the final report amount to 0.
- The total CTS buffers is 3.
- The shortest period the worst path allows reads 1.23 ns.
- Setup slack on the critical path of the routed design comes to 0.170 ns.
- The number of slew-limit violations in the final report is 0.
- The final cell count without fillers reads just under 80.
- The source of the critical timing path is mul.ParProdI[1].rfrsh_reg[1].
- The vertical die dimension reads approximately 80 um.
- The clock net sink count reads 11.
- The timing report attributes the biggest portion of critical-path delay to flip-flops.
- Listed in order, past its start point the critical path passes xor2_1 > dlygate4sd2_1.
- The initial antenna violation count came to 0.
- The part of the cycle the worst path needs reads about 88%.
- The area inside the core boundary is ~3400 um^2.
- Measured on the finished design, the core utilization comes to 13.7%.
- The I/O pin total reads 9.
- The kind of critical path reads reg2out.
- The total negative slack for setup checks reads 0 ns.
- The worst min-delay path category is reg2reg.
- The clock root buffer reads clkbuf_4.
- The number of warnings in the stage logs reads 25.
- The chip width is ~80 um.
- The layout overhead on the synthesized area is 46.3%.
- The kind of end point of the critical path is a primary output.
- STA lists the startpoint of the worst hold path as rfrsh.genblk1.share0b[0].
- The timing report shows that the slowest cell on the worst path is dfxtp_1.
- The worst stage delay on the critical path is 0.31 ns.
- The count of buffer and inverter cells on the critical path reads 1.
- The maximum clock rate reads between 800 and 900 MHz.
- In the final report, the number of endpoints failing setup comes to 0.
- The placed instance area is ~440 um^2.
- The routed layout has 161 vias.
- The register with the most flip-flops in the layout has 4 of them.
- The worst register-to-register path begins at rfrsh.out[0].
- In this run the full chip footprint comes out at 6400 um^2.
- The post-CTS hold buffer count recorded in the log is 0.
- The standard-cell row count is 21.
- The sum of overflow across all layers after global routing is 0.
- The final RePlAce weighted congestion is slightly below 0.7.
- The maximum number of pins on one net before global-route repair reads 7.
- After clock tree synthesis, the setup repair step added 0 buffers.
- The final antenna diode tally reported by the flow is 0.
- The run finished with clean final reports.
- The count of input and output buffers reads 8.
- The clock transition at the register clock pins on the worst setup and hold paths after CTS is 0.06 ns.
- Before any placement, the netlist area is recorded as between 300 and 400 um^2.
- The worst-case headroom to the max-slew limit reads about 93%.
- The number of max-cap violations is 0.
- The post-synthesis cell count reads 23.
- The clock tree from TritonCTS is built.
- The effective utilization at floorplan is a little under a tenth.
- The cell area power density is roughly 1300 nW/um^2.
- The power report puts the leakage power at around 0.19 nW.
- For this run, the total global-route usage over all layers was measured as around 1.7%.
- The worst setup path is launched from a register.
- The peak supply drop reads 0.000490 V.
- The share of cells above drive strength 1 reads about a fifth.
- The yosys warning tally is 3.
- The post-route cell area reads ~470 um^2.
- The data arrival time of the worst path is ~0.95 ns.
- The number of levels the H-tree was split into is 1.
- The average instance area after synthesis reads around 14 um^2.
- The starting DRC count in detailed routing reads 4.
- Nets still carrying antenna violations after routing amount to 0.
- The final wirelength is about 450 um.
- The final routed wire length divided by cell count is 5.67 um.
- The worst endpoint required time is around 1.1 ns.
- Setup repair after global routing left no endpoint under its margin.
- The final setup skew is roughly 0.0024 ns.
- The script logs the ratio of routed vias to standard cells as just over 2.
## metrics by stage
stage,power [mW],hold slack (ns)
6_report,0.611,0.331
5_1_grt,0.649,0.347
4_1_cts,0.621,0.333
3_5_place_dp,0.422,0.318
3_3_place_gp,0.421,0.311
2_1_floorplan,0.392,0.308
## final cells by class
class | instances | area (um^2)
fillers | 389 | 2950
flip-flops and latches | 11 | 221
clock buffers | 4 | 26.3
multi-input cells | 10 | 83.8
well taps | 46 | 57.6
repair buffers | 8 | 77.6
## metal layers
layer	up-vias	wire (um)	GRT usage, %
li1	89	-	-
met1	61	187	1.56
met2	11	149	2.01
met3	0	111	2.39
met4	0	0	0.352
met5	-	0	0
## repair_timing
| action | 4_1_cts | 5_1_grt |
|---|---|---|
| endpoints found under the hold margin | 0 | 0 |
| endpoints found under the setup margin | 2 | 0 |
| gates resized | 3 | 0 |
## power by group
| group | switching, mW | internal [mW] | total (mW) |
|---|---|---|---|
| sequential | 0.0107 | 0.340 | 0.350 |
| clock | 0.0958 | 0.110 | 0.206 |
| combinational | 0.0120 | 0.0429 | 0.0550 |
## worst paths after layout
| path | endpoint | slack (ns) | depth (start not counted) |
|---|---|---|---|
| worst max-delay path | out[1] | 0.17 | 2 |
| worst min-delay path | rfrsh.share0[0] | 0.33 | 0 |
| worst max register to register | mul.ParProdI[1].rfrsh_reg[0] | 0.70 | 2 |
| worst min register to register | rfrsh.share0[0] | 0.33 | 0 |
## layout by cell type (no fill, tap or decap)
| cell | n |
|---|---|
| clkdlybuf4s50_1 | 6 |
| dlygate4sd2_1 | 2 |
| dfxtp_1 | 10 |
| and2_2 | 1 |
| dfxtp_2 | 1 |
| and2_4 | 2 |
| xor2_1 | 6 |
| clkbuf_1 | 1 |
| and2_1 | 1 |
| clkbuf_4 | 3 |
No activity file was given, so power comes from the tool's default toggle rates.
